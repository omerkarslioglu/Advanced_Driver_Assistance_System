==> ./design.v <==
module adas_top
(
    input clk,
    input rst_n,
    input timer_trick_i,
    input mode_i,                    
    input [1:0] redlight_i,          
    input [1:0] crosswall_i,
    input [7:0] distance_lidar_i,
    input [7:0] distance_cam_i,
    input [7:0] speed_measured_i,
    input [7:0] following_distance_i,
    input [7:0] speed_i,
    output gas_o,
    output brake_o,
    output redlight_o,
    output crosswall_o,
    output [7:0] following_distance_o
);
localparam assistance = 1'b0;
localparam autonomous = 1'b1;
reg gas_r;
reg brake_r;
reg [7:0] speed_buff;
reg [7:0] following_distance_buff;
reg [7:0] sensor_data_flow [3:0];
reg [1:0] state_fmd;
reg [7:0] sensor_measured_data_r;
wire [7:0] sensor_data_diff;
wire [7:0] sensor_data_avg_w;
wire [7:0] sensor_data_avg;
assign gas_o = gas_r;
assign brake_o = brake_r;
assign sensor_data_diff = distance_cam_i - distance_lidar_i;
assign sensor_data_avg_w = (distance_cam_i + distance_lidar_i) / 2;
assign sensor_data_avg = (sensor_data_diff>20) ? 
                        distance_lidar_i : sensor_data_avg_w;
assign following_distance_o = sensor_measured_data_r;
assign redlight_o = redlight_i[0] & redlight_i[1];
assign crosswall_o = crosswall_i[0] & crosswall_i[1];
always @(posedge clk) begin
    if(~rst_n) begin
        gas_r <= 1'b0;
        brake_r <= 1'b0;
    end
    else if(timer_trick_i) begin
        case(mode_i)
            autonomous: begin
                if(speed_measured_i > speed_buff) begin
                        gas_r <= 1'b0;
                        brake_r <= 1'b1;
                end
                else if(speed_measured_i < speed_buff) begin
                    if(following_distance_i > sensor_measured_data_r) begin
                        gas_r <= 1'b0;
                        brake_r <= 1'b1;
                    end
                    else if(following_distance_i == sensor_measured_data_r) begin
                        gas_r <= 1'b1;
                        brake_r <= 1'b1;
                    end
                    else begin
                        gas_r <= 1'b1;
                        brake_r <= 1'b0; 
                    end                     
                end
                else if(speed_measured_i == speed_buff) begin
                    if(following_distance_i > sensor_measured_data_r) begin
                        gas_r <= 1'b0;
                        brake_r <= 1'b1;
                    end
                    else begin
                        gas_r <= 1'b1;
                        brake_r <= 1'b1; 
                    end                    
                end
            end
            assistance: begin 
                gas_r <= 1'b0;
                brake_r <= 1'b0;
            end
        endcase
    end
end
always @(posedge clk) begin
    if(~rst_n) begin
        speed_buff <= 'd100; 
        following_distance_buff <= 'd50;
    end
    else if(timer_trick_i && mode_i) begin
        case({redlight_i, crosswall_i})
            4'b1100: begin
                speed_buff <= 8'b0;
            end
            4'b1111: begin
                speed_buff <= 8'b0;
            end
            4'b0011: begin
                speed_buff <= 'd20;
            end
            default: begin 
                if(speed_i == 8'b0) begin
                    speed_buff <= 'd100; 
                end
                else begin
                    speed_buff <= speed_i; 
                end
            end
        endcase
        if(following_distance_i == 8'b0) begin
            following_distance_buff <= 'd50; 
        end
        else begin
            following_distance_buff <= following_distance_i; 
        end
    end
    else begin
        speed_buff <= speed_buff; 
        following_distance_buff <= following_distance_buff;
    end
end
always @(posedge clk) begin
    if(~rst_n) begin
        sensor_data_flow[0] <= 8'b0;
        sensor_data_flow[1] <= 8'b0;
        sensor_data_flow[2] <= 8'b0;
        sensor_data_flow[3] <= 8'b0;
        state_fmd <= 2'b00;
        sensor_measured_data_r <= 8'b0;
    end
    else if(timer_trick_i) begin
        case(state_fmd)
            2'b00: begin
                sensor_data_flow[0] <= sensor_data_avg;
                sensor_measured_data_r <=  (sensor_data_flow[1] + sensor_data_flow[2] + 
                    sensor_data_flow[3] + sensor_data_avg) / 3;
                state_fmd <= 2'b01;
            end
            2'b01: begin
                sensor_data_flow[1] <= sensor_data_avg;
                sensor_measured_data_r <=  (sensor_data_flow[0] + sensor_data_flow[2] + 
                    sensor_data_flow[3] + sensor_data_avg) / 3;
                state_fmd <= 2'b10;
            end
            2'b10: begin
                sensor_data_flow[2] <= sensor_data_avg;
                sensor_measured_data_r <=  (sensor_data_flow[0] + sensor_data_flow[1] + 
                    sensor_data_flow[3] + sensor_data_avg) / 3;
                state_fmd <= 2'b11;
            end
            2'b11: begin
                sensor_data_flow[2] <= sensor_data_avg;
                sensor_measured_data_r <=  (sensor_data_flow[0] + sensor_data_flow[1] + 
                    sensor_data_flow[2] + sensor_data_avg) / 3;
                state_fmd <= 2'b00;
            end
            default: begin
                sensor_data_flow[0] <= 8'b0;
                sensor_data_flow[1] <= 8'b0;
                sensor_data_flow[2] <= 8'b0;
                sensor_data_flow[3] <= 8'b0;
                state_fmd <= 2'b00;
                sensor_measured_data_r <= 8'b0;
            end
        endcase
    end
    else begin
            sensor_data_flow[0] <= sensor_data_flow[0];
            sensor_data_flow[1] <= sensor_data_flow[1];
            sensor_data_flow[2] <= sensor_data_flow[2];
            sensor_data_flow[3] <= sensor_data_flow[3];
            state_fmd <= state_fmd;
            sensor_measured_data_r <= sensor_measured_data_r;
    end
end
endmodule
==> ./run.sh <==
#!/bin/bash
# OpenROAD 26Q1-2900-gdf79404cd8, Yosys 0.63+post, stock flow scripts
make -C /OpenROAD-flow-scripts/flow DESIGN_CONFIG=/design/flow/config.mk WORK_HOME=/design/flow/orfs finish
==> ./config.mk <==
export PLATFORM = sky130hd
export DESIGN_NAME = adas_top
export DESIGN_NICKNAME = adas_top
export VERILOG_FILES = /design/flow/design.v
export SDC_FILE = /design/flow/constraint.sdc
export NUM_CORES = 4
export LEC_CHECK = 1
export CORE_UTILIZATION = 30
==> ./constraint.sdc <==
current_design adas_top

set clk_period 13.7
set clk_io_pct 0.2

create_clock -name clk0 -period $clk_period [get_ports {clk}]

set non_clock_inputs [all_inputs -no_clocks]
set_input_delay [expr $clk_period * $clk_io_pct] -clock clk0 $non_clock_inputs
set_output_delay [expr $clk_period * $clk_io_pct] -clock clk0 [all_outputs]
==> reports/metrics.yaml <==
status:
  status: "completed"
die:
  initial_utilization_pct: 30.9
  die_h_um: 150
  coreArea_mm2: 0.0213
  die-area_mm2: 0.0225
  rows: 53
  dieWidth_um: 150
  design.portCount: 60
timing:
  worst_slew_pin_slew_ns: 0.870
  slew_violations: 0
  setup_viol: 0
  tns_ns: 0
  post-route-period-util_pct: 91.9
  finalHoldViolCount: 0
  finClkSkew_ns: 0.0157
  fin_hold_ws_ns: 0.458
  min_period_ns: 12.59
  rsz0062_at_grt: "false"
  fmax_mhz: 79.4
  slew_headroom_pct: 41.9
logic_synthesis:
  synth-main-ff-cell: "dfxtp_1"
  ys_cells: 854
  async_reset_ff_share_pct: 0
  synth-seq-cells: 46
  yosys_warnings: 2
  synth_seq_share_pct: 14.0
  syn_area_mm2: 0.00658
  yosys.stat.chipArea_mm2: 0.00658
  synth_cells: 854
  synthDistinctLibCells: 97
  edf_count: 0
  postSynthAreaPerCell_um2: 7.70
clocking:
  cts_root_buf: "clkbuf_16"
  cts.sinks: 46
  numCtsBuffers: 5
  htree_levels: 2
  cts_hold_buffers: 0
  cts.clk_slew.worst_paths_ns: 0.08
  cts_resized: 0
  clk_path_buf_depth: 2
  cts_tree: "yes"
  postCtsSetupBuffers: 0
  clkLatencyLatePin_ns: 0.31
grt:
  grt_pass1_vias: 5645
  grt_overflow: 0
  grt_usage_pct: 15.9
  grt_use_met3_pct: 1.67
  busiest_layer: "met2"
  grt_use_met2_pct: 25.6
  antenna_found_initial: 1
  grt_max_degree: 38
  grt_pass1_wl_um: 28300
  grtUsageMet1_pct: 24.0
worst_setup_path:
  critPathLaunchType: "input pin"
  worstPathMaxFanout: 12
  worstPathRequired_ns: 13.89
  crit_top_cell: "ha_1"
  cp-end-kind: "flop"
  cp_slowest_cell: "fa_1"
  arrival_ns: 12.78
  crit_type: "input pin to flop"
  cpPeakStageDelay_ns: 0.62
route:
  routedWlPerCell_um: 14.4
  ant_nets: 0
  first_iter_violations: 352
  drtPass1Iterations: 4
  num_antenna_cells: 0
  drcViolationCount: 0
  wl_um: 16900
  viasPerCell: 5.11
  via_count: 6000
power_and_ir_drop:
  irDropWorstVdd_uv: 53.9
  powerDensity_mw_per_mm2: 114
  p_leak_nw: 3.33
cells_and_area:
  area_growth_pct: 15.1
  layout-drive-gt1-share_pct: 6.90
job:
  log.warning_count: 32
  cap_violations: 0
hold_path:
  hold_class: "flop to flop"
placed_design:
  routabilityCongestion: 0.912
  post-dp-hpwl_um: 13500
  place.port_buffers: 59
-- layout by cell type (no fill, tap or decap), drive strengths merged, types with 4 or more instances in the layout --
master,n
inv,92
nor2,85
ha,77
nand2,73
a21oi,71
clkdlybuf4s50,59
o21ai,52
dfxtp,46
xnor2,33
a211oi,26
fa,23
a21o,20
xor2,17
nand3,12
o21a,12
mux2i,11
buf,11
nor3,11
nand4,11
and2,11
nand2b,10
o211ai,9
o21bai,8
o31ai,8
a31oi,7
nor2b,7
a22oi,7
or3,6
clkbuf,5
a311oi,5
and3,4
a31o,4
a221oi,4
a21boi,4
nor3b,4
clkinv,4
maj3,4
-- metrics by stage --
stage	instances	instance area (µm²)	setup slack (ns)	total power, W	utilization (%)
final	1174	7580	1.11	0.000867	35.6
after global routing	1174	7580	0.326	0.000950	35.6
after CTS	1174	7580	1.20	0.000870	35.6
after detailed placement	1166	7430	0.920	0.000735	34.9
after global placement	1166	7430	1.05	0.000738	34.9
after floorplan	854	6580	2.45	0.000608	-
-- path summary, 6_finish.rpt --
path	startpoint	to	slack, ns	cells after the start
worst max-delay path	distance_lidar_i[0]	sensor_measured_data_r[0]$_SDFFE_PN0P_	1.11	41
worst min-delay path	sensor_data_flow[2][4]$_SDFFE_PN0P_	sensor_data_flow[2][4]$_SDFFE_PN0P_	0.46	2
worst max register to register	sensor_data_flow[0][0]$_SDFFE_PN0P_	sensor_measured_data_r[0]$_SDFFE_PN0P_	5.65	31
worst min register to register	sensor_data_flow[2][4]$_SDFFE_PN0P_	sensor_data_flow[2][4]$_SDFFE_PN0P_	0.46	2
-- area by class of cell --
class,instances,area (µm²)
tap,275,344
sequential,46,921
fill,2160,13700
clock inverter,3,18.8
timing repair buffer,70,673
clock buffer,5,125
multi-input combinational,682,5140
inverter,93,349
-- flip-flops by register name, indices dropped and copies added, names as in the netlist --
name	flops
gas_r	1
state_fmd	4
sensor_measured_data_r	8
sensor_data_flow	24
speed_buff	8
brake_r	1
-- worst max-delay path: cells and delay by family --
kind	cells	cell delay (ns)
buf+inv	6	1.47
simple gates	8	1.79
fa+ha+maj	7	2.47
xor+xnor	1	0.11
compound gates	19	4.16
-- where the power goes --
part	switching, W	internal (W)	leakage [nW]
Combinational	0.000333	0.000247	2.87
Sequential	0.0000110	0.000146	0.377
Clock	0.0000620	0.0000680	0.0740
-- kinds of logic (layout without fill, tap and decap cells) --
logic type	Yosys count	after routing	synth area share (%)
flops	46	46	14.0
mux	12	12	1.90
fa+ha+maj	104	104	22.3
buf+inv	126	171	7.82
simple gates	244	244	18.0
compound gates	272	272	29.2
xor+xnor	50	50	6.88
-- synthesized netlist by cell type, drive strengths merged, types with 8 or more instances --
library cell	instances	share of area (%)
a211oi	26	3.4
a21o	20	2.3
a21oi	71	5.5
and2	11	1.1
buf	10	1.1
clkbuf	23	1.4
dfxtp	46	14
fa	23	7.0
ha	77	15
inv	91	5.2
mux2i	11	1.7
nand2	73	4.4
nand2b	10	0.95
nand3	12	0.91
nand4	11	1.1
nor2	85	4.8
nor3	11	1.0
o211ai	9	1.1
o21a	12	1.4
o21ai	52	4.0
o21bai	8	0.91
o31ai	8	1.1
xnor2	33	4.6
xor2	17	2.3
-- metal layers --
metal	up-vias	share of wire, %
li1	3122	-
met1	2746	51
met2	117	44
met3	13	3.7
met4	2	0.98
met5	-	0.077
Power figures rest on the tool's default switching activity, not on a simulated workload.
